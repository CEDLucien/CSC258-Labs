**design/flow/design.v**
```verilog
module sequence_detector(SW, KEY, LEDR);
    input [1:0] SW;
    input [0:0] KEY;
    output [9:0] LEDR;
    wire w, clock, resetn, out_light;
    reg [2:0] y_Q, Y_D;  
    localparam A = 3'b000, B = 3'b001, C = 3'b010, D = 3'b011, E = 3'b100, F = 3'b101, G = 3'b110;
    assign w = SW[1];
    assign clock = ~KEY[0];
    assign resetn = SW[0];
    always @(*)
    begin: state_table
        case (y_Q)
            A: begin
                   if (!w) Y_D = A;
                   else Y_D = B;
               end
            B: begin
                   if (!w) Y_D = A;
                   else Y_D = C;
               end
            C: begin
						if (!w) Y_D = E;
						else Y_D = D;
					end
            D: begin
						if (!w) Y_D = E;
						else Y_D = F;
					end
            E: begin
						if (!w) Y_D = A;
						else Y_D = G;
					end
            F: begin
						if (!w) Y_D = E;
						else Y_D = F;
					end
            G: begin
						if (!w) Y_D = A;
						else Y_D = C;
					end
            default: Y_D = A;
        endcase
    end  
    always @(posedge clock)  
    begin: state_FFs
        if(resetn == 1'b0)
            y_Q <=  A;  
        else
            y_Q <= Y_D;
    end  
    assign out_light = ((y_Q == F) || (y_Q == G));
    assign LEDR[9] = out_light;
    assign LEDR[2:0] = y_Q;
endmodule
```
**design/flow/run.sh**
```bash
#!/bin/bash
# OpenROAD 26Q1-2900-gdf79404cd8, Yosys 0.63+post, stock flow scripts
make -C /OpenROAD-flow-scripts/flow DESIGN_CONFIG=/design/flow/config.mk WORK_HOME=/design/flow/orfs finish
```
**design/flow/config.mk**
```make
export PLATFORM = sky130hd
export DESIGN_NAME = sequence_detector
export DESIGN_NICKNAME = sequence_detector
export VERILOG_FILES = /design/flow/design.v
export SDC_FILE = /design/flow/constraint.sdc
export NUM_CORES = 4
export LEC_CHECK = 1
export CORE_AREA = 10 10 70 70
export DIE_AREA = 0 0 80 80
```
**design/flow/constraint.sdc**
```tcl
current_design sequence_detector

set clk_period 1.1
set clk_io_pct 0.2

create_clock -name clk0 -period $clk_period [get_ports {KEY}]

set non_clock_inputs [all_inputs -no_clocks]
set_input_delay [expr $clk_period * $clk_io_pct] -clock clk0 $non_clock_inputs
set_output_delay [expr $clk_period * $clk_io_pct] -clock clk0 [all_outputs]
```
==> flow_summary.yaml <==
# flow metrics
outcome:
  status: "finished with violations"
  violations: "setup timing"
routing:
  ant_nets: 0
  drt_iter0_drc: 2
  via_per_inst: 2.250
  drc_errors: 0
  via_count: 207
  drt_pass1_iterations: 2
  wl_per_cell_um: 6.880
  wirelength_um: 633
cts:
  cts_buffers: 3
  htreeDepth: 1
  clkSlewWorstSetupHoldPaths_ns: 0.03
  worst_skew_pair.late_latency_ns: 0.27
  ctsHoldBuffers: 0
  cts.sink_count: 3
  clock_path_buffers: 2
  clockRootBuffer: "clkbuf_4"
  cts_tree: "yes"
sta:
  whs_ns: 0.7094
  worst_slack_ns: -0.6487
  report.final.slew_viol_count: 0
  report.final.hold_viol_count: 0
  skew_ns: 0.003396
  rsz0062_at_grt: "yes"
  setup_viol: 5
die:
  row_count: 21
  fp.dieH_um: 80
  core_area_mm2: 0.003416
  dieArea_mm2: 0.006400
  die-width_um: 80
  pin_count: 13
  fp-utilization_pct: 6.154
worst_hold_path:
  min_from: "y_Q[2]$_SDFF_NN0_"
  hold_path_class: "flip-flop to flip-flop"
  min_path_cells: 4
  hold_path_end: "y_Q[0]$_SDFF_NN0_"
pwr:
  power_density_mw_per_mm2: 949.1
  total_power_uw: 403.8
  leakage_uw: 0.0002011
  irDropWorstVdd_uv: 278.5
setup_path:
  critPathLaunchType: "flip-flop"
  cp_cell_sequence: "nand2b_4 -> a21boi_1 -> buf_2"
  r2r_start: "y_Q[0]$_SDFF_NN0_"
  crit_slowest_cell: "dfxtp_4"
  r2r_slack_ns: -0.02
  worst_path_largest_cell_delay_ns: 0.35
  cp.arrival_ns: 1.53
  ff2ff_path_depth: 6
  cp.required_ns: 0.88
  cp_num_buf_inv: 1
  end_kind: "output pin"
  critical_path_peak_fanout: 4
  rr_endpoint: "y_Q[2]$_SDFF_NN0_"
  critPathKind: "flip-flop to output pin"
  path_delay_family: "flip-flops"
grt:
  grt_pass1_wl_um: 807
  antenna_found_initial: 1
  grt_util_all_layers_pct: 1.806
  grt_pass1_vias: 200
  grt_max_degree: 5
  grt_overflow: 0
layout:
  mi_logic_area_um2: 136.4
  drive_above_1_share_pct: 55.56
  reg.largest.list: "y_Q x3"
  regMostFlops: "y_Q"
  largest_reg_flops: 3
  regArea_um2: 68.82
  fill_cells: 405
  area_growth_pct: 102.4
synth:
  ys_types: 15
  topCellsByArea: "dfxtp_1 29%, buf_4 25%, nor2_1 7.1%"
  synth_flop_count: 3
  top_area_share_pct: 28.57
  synth_seq_share_pct: 28.57
  avgSynthCellArea_um2: 8.085
  synth.largest_area_cell: "dfxtp_1"
  yosysChipArea_um2: 210.2
  yosysWarnings: 7
  syn_inst: 26
  syn-cell-area_um2: 210.2
  ys_cells: 26
run:
  warnings: 53
  cap_violations: 0
placement:
  port_buffers: 6
  place_congestion: 0.6469
  hpwl_um: 448.6
## Yosys cell counts
library cell  count
nor2b_1           1
nand2b_2          1
dfxtp_1           3
nor3b_2           1
xor2_1            1
buf_4             7
conb_1            1
nor2_1            4
inv_1             1
a21boi_1          1
o21a_1            1
nand2b_1          1
o21ai_1           1
xnor2_1           1
nand2_1           1
## logic make-up after synthesis
group,after synthesis,synth area share [%]
and+or+nand+nor,9,25.00
buffers and inverters,8,26.78
AOI/OAI and AO/OA,3,9.524
DFF,3,28.57
xor gates and xnor gates,2,8.335
other,1,1.784
## power breakdown
part           internal, uW  switching, uW  total [uW]
combinational          54.2           29.2        83.4
clock                   140           60.2         200
sequential              114           5.90         120
total                   309           95.2         404
## per-layer routing
metal  global-route usage [%]  up-vias  share of wire, %
li1                         -      105                 -
met1                    1.527       87                39
met2                    1.926       15                42
met3                    3.182        0                18
met4                   0.5282        0                 0
met5                        0        -                 0
## stage by stage
| stage | instance area (um^2) | setup WS (ns) | util (%) | setup TNS, ns | cells |
|---|---|---|---|---|---|
| floorplan | 237.7 | -0.3449 | - | -0.4937 | 31 |
| global placement | 332.8 | -0.7334 | 9.744 | -3.753 | 80 |
| detailed placement | 332.8 | -0.7540 | 9.744 | -3.867 | 80 |
| CTS | 404.1 | -0.6779 | 11.83 | -2.239 | 90 |
| global route | 425.4 | -0.7238 | 12.45 | -2.439 | 92 |
| finish | 425.4 | -0.6487 | 12.45 | -2.130 | 92 |
## final cells by class
| class | count | share of cell area (%) |
|---|---|---|
| multi-input cells | 20 | 32.06 |
| repair buffers | 15 | 28.82 |
| flip-flops and latches | 3 | 16.18 |
| well taps | 46 | 13.53 |
| clock buffers | 3 | 5.294 |
| clock inverters | 4 | 3.529 |
| diodes | 1 | 0.5882 |
## worst max path at each step
stage / startpoint / slack (ns) / cells past startpoint / endpoint
CTS: y_Q[0]$_SDFF_NN0_ / -0.68 / 3 / LEDR[9]
global route: y_Q[0]$_SDFF_NN0_ / -0.72 / 4 / LEDR[9]
finish: y_Q[1]$_SDFF_NN0_ / -0.65 / 3 / LEDR[9]
## worst register-to-register path, stage by stage (launching register included)
cell	delay, ns
dfxtp_4	0.33
buf_4	0.13
buf_6	0.11
buf_6	0.12
o21ai_2	0.10
nor2_1	0.05
o21a_1	0.17
## cells in the final DEF, fill, tap and decap left out, drive strengths merged, types with 2 or more instances in the layout
| cell | netlist | routed |
|---|---|---|
| dfxtp | 3 | 3 |
| inv | 1 | 4 |
| clkbuf | 0 | 4 |
| nand2b | 2 | 2 |
| conb | 1 | 6 |
| nor2 | 4 | 4 |
| buf | 7 | 13 |
## what timing repair did
item / 4_1_cts / 5_1_grt
setup endpoints to repair: 7 / 5
pin swaps: 2 / 2
resized: 22 / 6
setup buffers: 5 / 1
Power and IR drop assume default switching activity.
