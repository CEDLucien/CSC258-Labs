==> design/flow/design.v <==
module poly_function(SW, KEY, CLOCK_50, LEDR, HEX0, HEX1);
    input [9:0] SW;  
    input [3:0] KEY;  
    input CLOCK_50;
    output [9:0] LEDR;
    output [6:0] HEX0, HEX1;
    wire resetn;
    wire go;
    wire [7:0] data_result;
    assign go = ~KEY[1];
    assign resetn = KEY[0];
    part2 u0(
        .clk(CLOCK_50),
        .resetn(resetn),
        .go(go),
        .data_in(SW[7:0]),
        .data_result(data_result)
    );
    assign LEDR[9:0] = {2'b00, data_result};
    hex_decoder H0(
        .hex_digit(data_result[3:0]), 
        .segments(HEX0)
        );
    hex_decoder H1(
        .hex_digit(data_result[7:4]), 
        .segments(HEX1)
        );
endmodule
module part2(
    input clk,
    input resetn,
    input go,
    input [7:0] data_in,
    output [7:0] data_result
    );
    wire ld_a, ld_b, ld_c, ld_x, ld_r;
    wire ld_alu_out;
    wire [1:0]  alu_select_a, alu_select_b;
    wire alu_op;
    control C0(
        .clk(clk),
        .resetn(resetn),
        .go(go),
        .ld_alu_out(ld_alu_out), 
        .ld_x(ld_x),
        .ld_a(ld_a),
        .ld_b(ld_b),
        .ld_c(ld_c), 
        .ld_r(ld_r), 
        .alu_select_a(alu_select_a),
        .alu_select_b(alu_select_b),
        .alu_op(alu_op)
    );
    datapath D0(
        .clk(clk),
        .resetn(resetn),
        .ld_alu_out(ld_alu_out), 
        .ld_x(ld_x),
        .ld_a(ld_a),
        .ld_b(ld_b),
        .ld_c(ld_c), 
        .ld_r(ld_r), 
        .alu_select_a(alu_select_a),
        .alu_select_b(alu_select_b),
        .alu_op(alu_op),
        .data_in(data_in),
        .data_result(data_result)
    );
 endmodule        
module control(
    input clk,
    input resetn,
    input go,
    output reg  ld_a, ld_b, ld_c, ld_x, ld_r,
    output reg  ld_alu_out,
    output reg [1:0]  alu_select_a, alu_select_b,
    output reg alu_op
    );
    reg [3:0] current_state, next_state; 
    localparam  S_LOAD_A        = 4'd0,
                S_LOAD_A_WAIT   = 4'd1,
                S_LOAD_B        = 4'd2,
                S_LOAD_B_WAIT   = 4'd3,
                S_LOAD_C        = 4'd4,
                S_LOAD_C_WAIT   = 4'd5,
                S_LOAD_X        = 4'd6,
                S_LOAD_X_WAIT   = 4'd7,
                S_CYCLE_0       = 4'd8,
                S_CYCLE_1       = 4'd9,
                S_CYCLE_2       = 4'd10,
					 S_CYCLE_3		  = 4'd11,
					 S_CYCLE_4		  = 4'd12;
    always@(*)
    begin: state_table 
            case (current_state)
                S_LOAD_A: next_state = go ? S_LOAD_A_WAIT : S_LOAD_A;  
                S_LOAD_A_WAIT: next_state = go ? S_LOAD_A_WAIT : S_LOAD_B;  
                S_LOAD_B: next_state = go ? S_LOAD_B_WAIT : S_LOAD_B;  
                S_LOAD_B_WAIT: next_state = go ? S_LOAD_B_WAIT : S_LOAD_C;  
                S_LOAD_C: next_state = go ? S_LOAD_C_WAIT : S_LOAD_C;  
                S_LOAD_C_WAIT: next_state = go ? S_LOAD_C_WAIT : S_LOAD_X;  
                S_LOAD_X: next_state = go ? S_LOAD_X_WAIT : S_LOAD_X;  
                S_LOAD_X_WAIT: next_state = go ? S_LOAD_X_WAIT : S_CYCLE_0;  
                S_CYCLE_0: next_state = S_CYCLE_1;
					 S_CYCLE_1: next_state = S_CYCLE_2;
					 S_CYCLE_2: next_state = S_CYCLE_3;
					 S_CYCLE_3: next_state = S_CYCLE_4;
                S_CYCLE_4: next_state = S_LOAD_A;
            default:     next_state = S_LOAD_A;
        endcase
    end  
    always @(*)
    begin: enable_signals
        ld_alu_out = 1'b0;
        ld_a = 1'b0;
        ld_b = 1'b0;
        ld_c = 1'b0;
        ld_x = 1'b0;
        ld_r = 1'b0;
        alu_select_a = 2'b00;
        alu_select_b = 2'b00;
        alu_op       = 1'b0;
        case (current_state)
            S_LOAD_A: begin
                ld_a = 1'b1;	
            end
            S_LOAD_B: begin
                ld_b = 1'b1;
                end
            S_LOAD_C: begin
                ld_c = 1'b1;
                end
            S_LOAD_X: begin
                ld_x = 1'b1;
                end
            S_CYCLE_0: begin  
					ld_alu_out= 1'b1;
					ld_b = 1'b1;  
					alu_select_a = 2'b01;  
					alu_select_b = 2'b11;  
					alu_op = 1'b1;  
				end
				S_CYCLE_1: begin  
					ld_b = 1'b0;
					ld_alu_out = 1'b1;
					ld_a = 1'b1;  
					alu_select_a = 2'b00;  
					alu_select_b = 2'b11;  
					alu_op = 1'b1;  
				end
				S_CYCLE_2: begin  
					ld_alu_out = 1'b1;
					ld_a = 1'b1;  
					alu_select_a = 2'b00;  
					alu_select_b = 2'b11;  
					alu_op = 1'b1;  
				end
				S_CYCLE_3: begin  
					ld_alu_out = 1'b1;
					ld_a = 1'b1;  
					alu_select_a = 2'b00;  
					alu_select_b = 2'b01;  
					alu_op = 1'b0;  
				end
				S_CYCLE_4: begin  
					ld_a = 1'b0;
					ld_r = 1'b1;  
					alu_select_a = 2'b00;  
					alu_select_b = 2'b10;  
					alu_op = 1'b0;  
				end
        endcase
    end  
    always@(posedge clk)
    begin: state_FFs
        if(!resetn)
            current_state <= S_LOAD_A;
        else
            current_state <= next_state;
    end  
endmodule
module datapath(
    input clk,
    input resetn,
    input [7:0] data_in,
    input ld_alu_out, 
    input ld_x, ld_a, ld_b, ld_c,
    input ld_r,
    input alu_op, 
    input [1:0] alu_select_a, alu_select_b,
    output reg [7:0] data_result
    );
    reg [7:0] a, b, c, x;
    reg [7:0] alu_out;
    reg [7:0] alu_a, alu_b;
    always @ (posedge clk) begin
        if (!resetn) begin
            a <= 8'd0; 
            b <= 8'd0; 
            c <= 8'd0; 
            x <= 8'd0; 
        end
        else begin
            if (ld_a)
                a <= ld_alu_out ? alu_out : data_in;  
            if (ld_b)
                b <= ld_alu_out ? alu_out : data_in;  
            if (ld_x)
                x <= data_in;
            if (ld_c)
                c <= data_in;
        end
    end
    always @ (posedge clk) begin
        if (!resetn) begin
            data_result <= 8'd0; 
        end
        else 
            if(ld_r)
                data_result <= alu_out;
    end
    always @(*)
    begin
        case (alu_select_a)
            2'd0:
                alu_a = a;
            2'd1:
                alu_a = b;
            2'd2:
                alu_a = c;
            2'd3:
                alu_a = x;
            default: alu_a = 8'd0;
        endcase
        case (alu_select_b)
            2'd0:
                alu_b = a;
            2'd1:
                alu_b = b;
            2'd2:
                alu_b = c;
            2'd3:
                alu_b = x;
            default: alu_b = 8'd0;
        endcase
    end
    always @(*)
    begin : ALU
        case (alu_op)
            0: begin
                   alu_out = alu_a + alu_b;  
               end
            1: begin
                   alu_out = alu_a * alu_b;  
               end
            default: alu_out = 8'd0;
        endcase
    end
endmodule
module hex_decoder(hex_digit, segments);
    input [3:0] hex_digit;
    output reg [6:0] segments;
    always @(*)
        case (hex_digit)
            4'h0: segments = 7'b100_0000;
            4'h1: segments = 7'b111_1001;
            4'h2: segments = 7'b010_0100;
            4'h3: segments = 7'b011_0000;
            4'h4: segments = 7'b001_1001;
            4'h5: segments = 7'b001_0010;
            4'h6: segments = 7'b000_0010;
            4'h7: segments = 7'b111_1000;
            4'h8: segments = 7'b000_0000;
            4'h9: segments = 7'b001_1000;
            4'hA: segments = 7'b000_1000;
            4'hB: segments = 7'b000_0011;
            4'hC: segments = 7'b100_0110;
            4'hD: segments = 7'b010_0001;
            4'hE: segments = 7'b000_0110;
            4'hF: segments = 7'b000_1110;   
            default: segments = 7'h7f;
        endcase
endmodule
==> design/flow/run.sh <==
#!/bin/bash
# OpenROAD 26Q1-2900-gdf79404cd8, Yosys 0.63+post, stock flow scripts
make -C /OpenROAD-flow-scripts/flow DESIGN_CONFIG=/design/flow/config.mk WORK_HOME=/design/flow/orfs finish
==> design/flow/config.mk <==
export PLATFORM = sky130hd
export DESIGN_NAME = poly_function
export DESIGN_NICKNAME = poly_function
export VERILOG_FILES = /design/flow/design.v
export SDC_FILE = /design/flow/constraint.sdc
export NUM_CORES = 4
export LEC_CHECK = 1
export CORE_UTILIZATION = 40
==> design/flow/constraint.sdc <==
current_design poly_function

set clk_period 8.5
set clk_io_pct 0.2

create_clock -name clk0 -period $clk_period [get_ports {CLOCK_50}]

set non_clock_inputs [all_inputs -no_clocks]
set_input_delay [expr $clk_period * $clk_io_pct] -clock clk0 $non_clock_inputs
set_output_delay [expr $clk_period * $clk_io_pct] -clock clk0 [all_outputs]
==> results.toml <==
# yosys + openroad results
[outcome]
outcome = "complete, no violations"

[floorplanning]
placementRows = 37
die_w_um = 106
die_area_sq_um = 11200
core_sq_um = 10400
initCoreUtil_pct = 41.5
ioPinCount = 39
die.size.y_um = 106

[detailed_routing]
num_vias = 3204
vias_per_cell = 4.96
totalWireLength_mm = 9.09
wire_per_inst_um = 14.1
drtIter0Drc = 151
drc = 0
postRouteAntennaNets = 0
first_pass_iters = 4
diodes = 0

[global_routing]
grtUsageMet2_pct = 26.7
grt_pass1_vias = 3161
grt_use_total_pct = 17.8
grt_antenna_before_repair = 0
grtUsageMet3_pct = 4.44
use_met1_pct = 27.4
grt-ovfl-total = 0
grt_pass1_wl_mm = 15.3
busiest_layer = "met1"
grt_max_degree = 38

[placed_design]
hpwlAfterDp_mm = 6.88
post_dp_cell_area_sq_um = 4710
place_congestion = 0.901
io_buffers = 32

[cts]
worstSkewPairLatency_ps = 340
htreeDepth = 3
ctsLongestPathBuffers = 2
post_cts_resized = 0
cts_hold_buf = 0
postCtsSetupBuffers = 0
cts.sinks = 67
cts_buffers = 9
cts_tree = "yes"
clk_pin_slew_ps = 80
cts_root_buf = "clkbuf_8"

[critical_path]
worst_setup_path_end_kind = "flop"
crit_required_ps = 8740
crit_fanout = 26
arrival_ps = 5770
cp_cell_sequence = "buf_4, mux4_2, ha_1, inv_1, fa_1, inv_1, ha_1, fa_1, inv_1, fa_1, inv_1, ha_1, a21oi_1, xnor3_1, xnor3_1, nand2_2, a31o_4, or3_1, o221a_2"
r2r_cells = 19
r2r_start = "u0.D0.alu_select_b[0]"
r2r_end = "HEX1[0]"
rrSetupSlack_ps = 2960
critical_path_class = "reg2reg"
critPathMaxStageDelay_ps = 630
startpoint_type = "flop"
cpMaxStageDelayCell = "mux4_2"
crit_top_cell = "inv_1"

[yosys]
ys_cells = 482
synthTopCellsByArea = "dfxtp_1, ha_1, mux2i_1"
netlist_instances = 482
synth_cell_types = 59
postSynth.asyncResetShare_pct = 0
synth_seq_share_pct = 31.0
synth-seq-cells = 67
synth_chip_area_sq_um = 4330
ys.warnings.count = 3
synthFlopType = "dfxtp_1"
edf_count = 0
synth_area_per_cell_sq_um = 8.98
netlist_area_sq_um = 4330
yosysTopAreaCellShare_pct = 31.0
top_area_cell = "dfxtp_1"

[cells_and_area]
drive_above_1_share_pct = 9.22
fin_util_pct = 47.4
final_cell_area_sq_um = 4940
syn2layout_area_growth_pct = 14.1

[timing]
fin_tns_setup_ps = 0
slew_headroom_pct = 52.8
finalCritPeriodShare_pct = 65.2
fmax_mhz = 181
slew_viol_final = 0
fin_crit_ps = 5540
finalSetupViolCount = 0
finalHoldViolations = 0
worst_slew_pin_slew_ps = 704
rsz0062_at_grt = "no"
skew_ps = 15.8
timing.hold.ws_ps = 492

[min_path]
min_path_cells = 2
whs_endpoint = "u0.D0.c[5]"
holdCritStartpoint = "u0.D0.c[5]"
hp-class = "reg2reg"

[job]
cap_violations = 0
warnings = 37

[pwr]
ir_drop_mv = 0.0886
p_total_uw = 719
leakagePower_uw = 0.00208
power_density_nw_per_um2 = 146
layout by cell type (no fill, tap or decap), types with 3 or more instances in the layout:
master / synthesis / layout
dfxtp_1: 67 / 67
nand2b_1: 5 / 5
nor2b_1: 3 / 3
nand2_1: 36 / 36
fa_1: 13 / 13
mux2_1: 3 / 3
nor2_1: 68 / 68
o22ai_1: 5 / 5
and2_1: 9 / 9
a21oi_1: 29 / 29
o21ai_0: 4 / 4
mux2i_1: 39 / 39
o21a_1: 4 / 4
o21ai_1: 10 / 10
ha_1: 33 / 33
clkdlybuf4s50_1: 0 / 32
a21o_1: 4 / 4
inv_2: 9 / 9
clkbuf_8: 0 / 10
nand3_1: 4 / 4
inv_1: 44 / 44
mux4_2: 7 / 7
nor3_1: 8 / 8
xnor2_1: 14 / 14
cell usage after synthesis (3+ instances only):
| cell type | number |
|---|---|
| o21ai_1 | 10 |
| mux2_1 | 3 |
| mux2i_1 | 39 |
| buf_4 | 4 |
| nor2b_1 | 3 |
| dfxtp_1 | 67 |
| o21a_1 | 4 |
| nor2_1 | 68 |
| a21oi_1 | 29 |
| fa_1 | 13 |
| inv_1 | 44 |
| o21ai_0 | 4 |
| o22ai_1 | 5 |
| ha_1 | 33 |
| nand2b_1 | 5 |
| xnor2_1 | 14 |
| mux4_2 | 7 |
| inv_2 | 9 |
| nand2_1 | 36 |
| nor3_1 | 8 |
| and2_1 | 9 |
| nand3_1 | 4 |
| a21o_1 | 4 |
| clkbuf_1 | 12 |
| buf_6 | 3 |
cell families after synthesis:
kind of cell	count (synthesis)	synth area share [%]
flops	67	31.0
compound gates	79	12.2
simple gates	141	14.3
xor+xnor	20	5.03
other cells	1	0.0867
buf+inv	76	7.49
mux	52	14.3
fa+ha+maj	46	15.6
stage by stage:
step	setup slack, ps	std cells
2_1_floorplan	3460	483
3_3_place_gp	2940	631
3_5_place_dp	2940	631
4_1_cts	2920	646
5_1_grt	2620	646
6_report	2960	646
how the worst max path moves through the flow:
| stage | from | endpoint | slack [ps] | cells after the start |
|---|---|---|---|---|
| 4_1_cts | u0.D0.alu_select_b[0] | HEX1[0] | 2920 | 19 |
| 5_1_grt | u0.D0.alu_select_b[0] | HEX1[0] | 2620 | 19 |
| 6_report | u0.D0.alu_select_b[0] | HEX1[0] | 2960 | 19 |
critical path, delay by kind of cell (launching register included):
| family | cells | cell delay, ps |
|---|---|---|
| adders and majority gates | 6 | 2230 |
| xor gates and xnor gates | 2 | 650 |
| muxes | 1 | 630 |
| buffers and inverters | 5 | 590 |
| AOI/OAI and AO/OA | 3 | 570 |
| and+or+nand+nor | 2 | 430 |
| DFF | 1 | 310 |
area by class of cell:
class,count,area (sq um)
clock buffer,10,138
clock inverter,5,85.1
fill,987,5480
inverter,54,203
multi-input combinational,340,2670
sequential,67,1340
tap,136,170
timing repair buffer,34,335
registers in the layout, indices dropped and copies added (netlist names):
signal,cells
HEX0,7
HEX1,7
u0.C0.current_state,4
u0.C0.ld_a,1
u0.C0.ld_b,1
u0.C0.ld_c,1
u0.C0.ld_r,1
u0.C0.ld_x,1
u0.D0.a,8
u0.D0.alu_op,1
u0.D0.alu_select_a,1
u0.D0.alu_select_b,2
u0.D0.b,8
u0.D0.c,8
u0.D0.data_result,8
u0.D0.x,8
where the power goes:
group / switching [uW] / total [uW] / leakage (uW) / internal [uW]
Sequential: 7.18 / 326 / 0.000543 / 319
Combinational: 54.5 / 96.4 / 0.00143 / 41.9
Clock: 123 / 296 / 0.000109 / 173
Total: 185 / 719 / 0.00208 / 534
per-layer routing:
layer	vias to the layer above	routed length [um]
met4	0	145
li1	1667	-
met1	1471	4600
met5	-	0
met3	10	380
met2	56	3960
Power and IR drop assume default switching activity.
